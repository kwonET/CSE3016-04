==> design.v <==
`timescale 1ns / 1ps
module seg7(output A,B,C,D,E,F,G,Dp,H, input In3,In2,In1,In0);
    assign A=(~In2&~In0)|(~In3&In1)|(In2&In1)|(In3&~In0)|(~In3&In2&In0)|(In3&~In2&~In1);
    assign B=(~In2&~In0)|(~In2&~In1)|(~In3&~In1&~In0)|(In3&~In1&In0)|(~In3&In1&In0);
    assign C=(In3&~In2)|(~In1&In0)|(~In2&~In1)|(~In3&In0)|(~In3&In2);
    assign D=(In3&In2&~In0)|(~In2&~In1&~In0)|(In2&~In1&In0)|(~In2&In1&In0)|(~In3&In1&~In0);
    assign E=(~In2&~In0)|(In3&In2)|(In1&~In0)|(In3&In1);
    assign F=(~In1&~In0)|(In3&~In2)|(In2&~In0)|(In3&In1)|(~In3&In2&~In1);
    assign G=(In3&~In2)|(In1&~In0)|(In3&In0)|(~In3&In2&~In1)|(~In2&In1);
    assign Dp=1;
    assign H=1;
endmodule
==> run.sh <==
#!/bin/bash
# OpenROAD 26Q1-2900-gdf79404cd8, Yosys 0.63+post, stock flow scripts
make -C /OpenROAD-flow-scripts/flow DESIGN_CONFIG=/design/flow/config.mk WORK_HOME=/design/flow/orfs finish
==> config.mk <==
export PLATFORM = sky130hd
export DESIGN_NAME = seg7
export DESIGN_NICKNAME = seg7
export VERILOG_FILES = /design/flow/design.v
export SDC_FILE = /design/flow/constraint.sdc
export NUM_CORES = 4
export LEC_CHECK = 1
export CORE_AREA = 10 10 70 70
export DIE_AREA = 0 0 80 80
==> constraint.sdc <==
current_design seg7

set clk_period 1.5
set clk_io_pct 0.2

create_clock -name clk0 -period $clk_period

set non_clock_inputs [all_inputs -no_clocks]
set_input_delay [expr $clk_period * $clk_io_pct] -clock clk0 $non_clock_inputs
set_output_delay [expr $clk_period * $clk_io_pct] -clock clk0 [all_outputs]
==> summary.txt <==
yosys + openroad results -> Area growth syn-to-layout 88.8%, largest area contributor in the netlist and4b_1, count of tool warnings 32, post-DP HPWL 653 um, Hold Crit Class in -> out, Leak 0.222 nW, Mapped Avg Cell Area 8.24 um^2, synthesized area 280 um^2, # Cells Yosys 34, CP Class in -> out, CTS Hold Buffers Added 0, Routability Congestion between 0.6 and 0.7, CP required 1200 ps, GR Overflow Total 0, Int Pwr between 70 and 80 uW, Psw 53.9 uW, ANT cells 0, core box area 3420 um^2, maximum vdd ir drop 0.0342 mV, top cells by count buf_4 (4), and4b_1 (3), buf_6 (2), nor3_1 (2), xnor2_1 (2), Die X 80 um, Core Rows 21, drt wl/cell 9.56 um, global router's overall resource usage 3.19%, drt pass-1 iters 2, Top area cell types and4b_1 (11%), buf_4 (11%), buf_6 (8.0%), Critical Path Start Type primary input, initial antenna violation count 0, final hold viol count 0, share of layout cells above drive strength 1 63.0%, yosys stat chip area approximately 280 um^2, Die Area 6400 um^2, PD cells 248 nW/um^2, I/O pin cnt 13, synth warn 0, Buffers on Ports 11, status complete, no violations, Setup violations, final 0, placed cell area 459 um^2, sw frac 41.0%, die height 80 um, arrival time worst endpoint between 1000 and 1500 ps, vias in the first global route between 300 and 400, fmax 692 MHz, final worst path period need 1450 ps, fin crit share 96.4%, register area 0 um^2, antenna viol nets, final 0, Comb pwr share 100.0%, number of max-cap violations 0, clkbuf count 0, sequential cell count 0, Final Cell Area 529 um^2, Seq share, synth 0%, Post-Synthesis Cells 34, largest net degree at the start of global routing 9, DR vias 328, vias per inst 3.28, sequential share of power 0%, Max Slew Vio Count 0, Hold WS 998 ps, top-count cell post-synth buf_4, Clk pwr share 0%, RSZ-0062 raised after global routing false, pre-placement core utilization 8.21%, DRC viols 0, DRT Wirelength 956 um, Worst setup EP type output pin, crit path max fanout 7, drt initial violations 40, Dominant cell area share 10.7%, Yosys cell types 26, first-pass GRT wire length 1740 um
[critical path: stages]
cell      delay [ps]
buf_4            140
buf_6            130
nor4b_4          280
buf_4            160
a221oi_2          30
buf_2            110
[area by class of cell]
type | instances | area (um^2)
repair buffers | 25 | 196
multi-input cells | 28 | 272
well taps | 46 | 57.6
fillers | 382 | 2890
inverters | 1 | 3.75
[through the flow]
step           TNS (ps)  cells  total power [mW]  utilization (%)  setup WS [ps]
6_report              0    100             0.131             15.5           54.6
3_3_place_gp      -4540     94             0.116             13.4           -698
4_1_cts               0    101             0.134             15.7           7.06
3_5_place_dp      -4590     94             0.118             13.4           -706
5_1_grt               0    100             0.146             15.5           1.93
2_1_floorplan         0     35            0.0569                -            428
[power groups by stage]
stage | clock network [mW] | registers (mW) | logic, mW
global route | 0 | 0 | 0.146
CTS | 0 | 0 | 0.134
finish | 0 | 0 | 0.131
[what timing repair did]
action	in CTS	in global routing
hold endpoints to repair	0	0
resized	50	6
pin swaps	7	2
buffers inserted	5	0
endpoints found under the setup margin	7	5
cloned	2	0
[metal layers]
metal  vias to the layer above  share of wire [%]  GRT usage [%]
met3                         0                1.5          0.114
met5                         -                  0              0
li1                        169                  -              -
met1                       155                 43           3.96
met2                         4                 56           6.18
met4                         0                  0              0
[worst paths after layout]
path  startpoint  to  slack, ps  cells after the start
min          In0   D       1000                      4
max          In0   D         50                      6
[placed cells by master (no fill, tap or decap)]
master           n
a211oi_2         2
a21bo_1          1
a21oi_1          1
a221oi_2         1
a311oi_2         1
and2_4           1
and3b_1          1
and4b_1          3
buf_2            7
buf_4            8
buf_6            7
clkbuf_2         1
clkbuf_4         1
clkdlybuf4s15_1  1
conb_1           2
inv_2            1
nand2b_1         1
nor2_1           1
nor2b_1          1
nor3_1           2
nor3b_1          1
nor3b_2          1
nor4b_2          1
nor4b_4          1
nor4bb_4         1
o21a_1           1
o21ai_1          1
o22ai_1          1
xnor2_1          2
[cells by family (layout without fill, tap and decap cells)]
kind of cell	count (synthesis)	after routing	synth area share, %
xor gates and xnor gates	2	2	6.25
AOI/OAI and AO/OA	9	9	27.7
buffers and inverters	7	26	20.1
other	1	2	1.34
and+or+nand+nor	15	15	44.6
Power figures rest on the tool's default switching activity, not on a simulated workload.
